$ cat flow/run.sh
#!/bin/bash
# OpenROAD 26Q1-2900-gdf79404cd8, Yosys 0.63+post, stock flow scripts
make -C /OpenROAD-flow-scripts/flow DESIGN_CONFIG=/design/flow/config.mk WORK_HOME=/design/flow/orfs finish
$ cat flow/config.mk
export PLATFORM = sky130hd
export DESIGN_NAME = uart_rx
export DESIGN_NICKNAME = uart_rx
export VERILOG_FILES = /design/flow/design.v
export SDC_FILE = /design/flow/constraint.sdc
export NUM_CORES = 4
export LEC_CHECK = 1
export CORE_AREA = 10 10 98 98
export DIE_AREA = 0 0 108 108
$ cat flow/constraint.sdc
current_design uart_rx

set clk_period 3.4
set clk_io_pct 0.2

create_clock -name clk0 -period $clk_period [get_ports {clk}]

set non_clock_inputs [all_inputs -no_clocks]
set_input_delay [expr $clk_period * $clk_io_pct] -clock clk0 $non_clock_inputs
set_output_delay [expr $clk_period * $clk_io_pct] -clock clk0 [all_outputs]
$ cat flow/design.v
module uart_rx
  (
  input logic clk, reset, baudtick8, rx,
  output logic [7:0] rx_data,
  output logic rx_available, rx_idle
  );
logic [1:0] rx_sync_inv;
always_ff @(posedge clk)
  if (baudtick8) rx_sync_inv <= {rx_sync_inv[0], ~rx};
logic [1:0] rx_count;
logic rx_bit_inv;
always_ff @(posedge clk or posedge reset) begin
  if (reset)
    rx_count <= 0;
  else
  if (baudtick8) begin
    if (rx_sync_inv[1] && rx_count!=2'b11) rx_count <= 1 + rx_count;
    else  
    if (~rx_sync_inv[1] && rx_count!=2'b00) rx_count <= -1 + rx_count;
    if (rx_count==2'b00) rx_bit_inv <= 0;
    else
    if (rx_count==2'b11) rx_bit_inv <= 1;
  end
end
logic [3:0] state;
logic next_bit;
always_ff @(posedge clk or posedge reset) begin
  if (reset)
    state <= 4'b0;
  else
  if (baudtick8)
    case(state)
      4'b0000: if(rx_bit_inv) state <= 4'b1000;  
      4'b1000: if(next_bit) state <= 4'b1001;  
      4'b1001: if(next_bit) state <= 4'b1010;  
      4'b1010: if(next_bit) state <= 4'b1011;  
      4'b1011: if(next_bit) state <= 4'b1100;  
      4'b1100: if(next_bit) state <= 4'b1101;  
      4'b1101: if(next_bit) state <= 4'b1110;  
      4'b1110: if(next_bit) state <= 4'b1111;  
      4'b1111: if(next_bit) state <= 4'b0001;  
      4'b0001: if(next_bit) state <= 4'b0000;  
      default: state <= 4'b0000;
    endcase
end
logic [3:0] os_count;   
assign next_bit = (os_count==4'd10);
always_ff @(posedge clk)
  if (state==0)
    os_count <= 'b0;
  else
  if (baudtick8)
    os_count <= {os_count[2:0] + 4'b0001} | {os_count[3], 3'b000};
always_ff @(posedge clk)
  if (baudtick8 && next_bit && state[3]) rx_data <= {~rx_bit_inv, rx_data[7:1]};
always_ff @(posedge clk) begin
	rx_available <= (baudtick8 && next_bit && state==4'b0001 && ~rx_bit_inv);   
end
logic [4:0] gap_cnt;
assign rx_idle = gap_cnt[4];
always_ff @(posedge clk)
  if (state!=0) gap_cnt <= 5'h00;
  else if(baudtick8 & ~gap_cnt[4]) gap_cnt <= gap_cnt + 5'h01;
endmodule
==> impl_metrics.csv <==
group,metric,value,unit
global_route,grt_pass1_wl,3.26,mm
synthesis,edf_count,11,
cts,cts_hold_buf,0,
synthesis,syn_area,1200,µm²
cts,root_buffer,"clkbuf_8",
critical_path,critPathBufInv,1,
synthesis,yosys-stat-cells,107,
critical_path,worstPathArrival,2.30,ns
floorplanning,top_level_ports,14,
global_route,grt_pass1_vias,689,
placed_design,dp_hpwl,1.41,mm
cts,cts.clk_slew.worst_paths,0.09,ns
synthesis,synthArstFlopShare,22.2,%
cts,cts_buffers,3,
cts,cts_tree,"done",
cts,cts_max_path_buffers,2,
cts,cts_setup_buffers,0,
detailed_routing,top_layer_used,"met3",
critical_path,cp-end-kind,"flip-flop",
placed_design,place_area,1430,µm²
placed_design,gp_congestion,0.721,
detailed_routing,dr.pass1.iters,3,
finish,n_fill_cell,824,
global_route,grt_overflow,0,
synthesis,yosys_area,1200,µm²
sta,period_used_share,61.6,%
power_and_ir_drop,p_leak,0.533,nW
critical_path,slowest_delay,0.92,ns
finish,area_growth,22.2,%
sta,worstMarginPinSlew,0.707,ns
power_and_ir_drop,max-vdd-ir-drop,0.148,mV
sta,finalCriticalPeriod,2.10,ns
finish,regArea,681,µm²
detailed_routing,ant_nets,0,
floorplanning,core-area,7650,µm²
detailed_routing,dr_wl_met3,168,µm
sta,setup_tns,0,ns
finish,logic_area,455,µm²
sta,max_freq,0.477,GHz
synthesis,ys_seq_share,56.5,%
flow_run,warnings,27,
synthesis,top_area_share,27.4,%
synthesis,top_area_cell,"edfxtp_1",
floorplanning,die_h,108,µm
detailed_routing,num_vias,767,
sta,final-hold-violation-count,0,
detailed_routing,wl_met2,746,µm
synthesis,common_cells,"11 x edfxtp_1, 10 x dfxtp_1, 10 x nor2_1, 9 x inv_1, 7 x nand2_1",
critical_path,path_max_fanout,23,
synthesis,synth.distinct_cells,39,
sta,holdWs,0.426,ns
critical_path,critPathLaunchType,"input pin",
flow_run,maxCapViolations,0,
global_route,grt_max_degree,24,
cts,htreeDepth,1,
floorplanning,chipWidth,108,µm
finish,layout-drive-gt1-share,8.47,%
cts,clock_sinks,27,
global_route,track_usage,3.34,%
critical_path,cp_cell_sequence,"clkdlybuf4s50_1, nand2b_1, or3_1, a21oi_2",
detailed_routing,wire_per_inst,8.78,µm
synthesis,syn_avg_cell_area,11.3,µm²
synthesis,yosys_warnings,1,
worst_hold_path,hp-class,"reg -> reg",
cts,clk-insertion-delay-late,0.26,ns
critical_path,worstSetupPathType,"in -> reg",
detailed_routing,viasPerCell,3.49,
synthesis,ff_type,"edfxtp_1",
synthesis,top_cell,"edfxtp_1",
detailed_routing,wl_met1,1.02,mm
critical_path,crit_path_top_delay_cell,"clkdlybuf4s50_1",
synthesis,ys_ff,27,
synthesis,yosys-top-cells-area,"edfxtp_1 27%, dfxtp_1 17%, dfrtp_1 12%",
sta,grt_setup_unrepaired,"no",
critical_path,cpLargestDelayFamily,"buffers and inverters",
detailed_routing,antenna_cells,0,
sta,finClkSkew,0.00482,ns
critical_path,cp.required,3.61,ns
cts,cts.repair.resized,0,
detailed_routing,drt_iter0_markers,27,
floorplanning,dieArea,11700,µm²
global_route,antenna_found_initial,0,
detailed_routing,drc,0,
finish,final_cell_area,1470,µm²
sta,setup-violations-final,0,
power_and_ir_drop,p_per_area,537,nW/µm²
synthesis,syn_inst,107,
sta,slew_headroom,52.7,%
detailed_routing,wl,1.93,mm
outcome,outcome,"finished clean",
placed_design,portBuffers,13,
sta,slew_violations,0,
floorplanning,initCoreUtil,15.8,%
floorplanning,rows,32,
## layer usage
layer | global-route usage, % | vias to the layer above
met5 | 0 | -
met4 | 0.0954 | 0
met3 | 1.51 | 0
met2 | 4.35 | 16
met1 | 5.19 | 351
li1 | - | 400
## cell usage in the layout, fill, tap and decap left out
| cell type | n |
|---|---|
| and3_1 | 1 |
| o221ai_1 | 1 |
| nand4_1 | 1 |
| nand2b_1 | 1 |
| or3_4 | 1 |
| xor2_1 | 2 |
| and3b_1 | 1 |
| and3_2 | 1 |
| a21oi_1 | 3 |
| a31oi_1 | 2 |
| a21oi_2 | 2 |
| clkbuf_1 | 1 |
| nor3b_1 | 2 |
| o21ai_0 | 3 |
| nand4b_1 | 1 |
| nor2_1 | 10 |
| a211o_1 | 1 |
| clkbuf_8 | 3 |
| and3b_2 | 2 |
| inv_1 | 9 |
| nor4_1 | 1 |
| a311o_1 | 1 |
| a41oi_1 | 2 |
| clkdlybuf4s50_1 | 13 |
| nand3_1 | 1 |
| dfrtp_1 | 6 |
| nor4b_1 | 1 |
| dfxtp_1 | 10 |
| o31ai_1 | 1 |
| ha_1 | 5 |
| a211oi_1 | 1 |
| nor2b_1 | 3 |
| edfxtp_1 | 11 |
| xnor2_1 | 4 |
| or3_1 | 1 |
| nand3b_1 | 1 |
| nand2b_4 | 1 |
| nand2_1 | 7 |
## final cells by class
cell class,count,share of cell area (%)
Multi-Input combinational cell,65,30.9
Tap cell,102,8.67
Inverter,9,2.29
Timing Repair Buffer,13,8.84
Sequential cell,27,46.2
Clock buffer,4,3.06
## sequential cells by signal, indices dropped and copies added, names as in the netlist
name,count
gap_cnt,5
rx_sync_inv,2
rx_bit_inv,1
os_count,4
rx_data,8
state,4
rx_available,1
rx_count,2
## through the flow
stage	utilization, %	total power [mW]	setup WS (ns)	instances
3_5_place_dp	18.7	0.627	0.993	216
3_3_place_gp	18.7	0.625	1.02	216
2_1_floorplan	-	0.597	1.80	107
6_report	19.3	0.791	1.30	220
4_1_cts	19.3	0.803	1.26	220
5_1_grt	19.3	0.855	1.23	220
## worst paths after layout
check                               start             end  slack [ns]  depth (start not counted)
min in group asynchronous           reset     rx_count[0]        0.68                          2
setup reg to reg              os_count[0]      rx_data[2]        1.89                          4
hold reg to reg            rx_sync_inv[0]  rx_sync_inv[1]        0.43                          0
hold / removal             rx_sync_inv[0]  rx_sync_inv[1]        0.43                          0
setup / recovery                baudtick8      gap_cnt[3]        1.30                          4
max in group asynchronous           reset        state[0]        2.52                          2
## cells by family (layout without fill, tap and decap cells)
family	Yosys count	count (layout)	synth area share (%)
adders and majority gates	5	5	5.19
xor gates and xnor gates	6	6	4.36
buffers and inverters	15	26	5.71
and+or+nand+nor	37	37	18.3
AOI/OAI and AO/OA	17	17	9.97
DFF	27	27	56.5
## where the power goes
| part | switching [mW] | internal (mW) |
|---|---|---|
| sequential | 0.0597 | 0.391 |
| clock | 0.0883 | 0.0836 |
| combinational | 0.0805 | 0.0881 |
| total | 0.229 | 0.562 |
No activity file was given, so power comes from the tool's default toggle rates.
