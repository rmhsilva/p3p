`./design.v`:
```
module uart_tx
  (
  input logic clk, reset, start_tx, baudtick,
  input logic [7:0] tx_data,
  output logic tx, tx_ready
  );
logic [7:0] tx_data_reg;
always_ff @(posedge clk)
  if (tx_ready & start_tx) tx_data_reg <= tx_data;
logic [3:0] state;
assign tx_ready = (state==0);
always_ff @(posedge clk) begin
  if (reset)
    state <= 4'b0;
  else
  	case(state)
  		4'b0000: if(start_tx) state <= 4'b0001;
  		4'b0001: if(baudtick) state <= 4'b0100;
  		4'b0100: if(baudtick) state <= 4'b1000;   
  		4'b1000: if(baudtick) state <= 4'b1001;   
  		4'b1001: if(baudtick) state <= 4'b1010;   
  		4'b1010: if(baudtick) state <= 4'b1011;   
  		4'b1011: if(baudtick) state <= 4'b1100;   
  		4'b1100: if(baudtick) state <= 4'b1101;   
  		4'b1101: if(baudtick) state <= 4'b1110;   
  		4'b1110: if(baudtick) state <= 4'b1111;   
  		4'b1111: if(baudtick) state <= 4'b0010;   
  		4'b0010: if(baudtick) state <= 4'b0000;   
  		default: if(baudtick) state <= 4'b0000;
  	endcase
end
logic output_bit;
assign output_bit = tx_data_reg[state[2:0]];
always_ff @(posedge clk)
  tx <= (state<4) | (state[3] & output_bit);
endmodule
```
`./run.sh`:
```
#!/bin/bash
# OpenROAD 26Q1-2900-gdf79404cd8, Yosys 0.63+post, stock flow scripts
make -C /OpenROAD-flow-scripts/flow DESIGN_CONFIG=/design/flow/config.mk WORK_HOME=/design/flow/orfs finish
```
`./config.mk`:
```
export PLATFORM = sky130hd
export DESIGN_NAME = uart_tx
export DESIGN_NICKNAME = uart_tx
export VERILOG_FILES = /design/flow/design.v
export SDC_FILE = /design/flow/constraint.sdc
export NUM_CORES = 4
export LEC_CHECK = 1
export CORE_AREA = 10 10 74 74
export DIE_AREA = 0 0 84 84
```
`./constraint.sdc`:
```
current_design uart_tx

set clk_period 1.8
set clk_io_pct 0.2

create_clock -name clk0 -period $clk_period [get_ports {clk}]

set non_clock_inputs [all_inputs -no_clocks]
set_input_delay [expr $clk_period * $clk_io_pct] -clock clk0 $non_clock_inputs
set_output_delay [expr $clk_period * $clk_io_pct] -clock clk0 [all_outputs]
```
==> impl_metrics.tcl <==
# collected from the flow reports
set metrics [dict create \
    status "finished, final reports clean" \
    syn_avg_cell_area_um2 14.0 \
    drtIter0Drc 9 \
    clk_latency_ps 240 \
    power_frac_seq 0.415 \
    num-fill-cells 424 \
    switching_share 0.282 \
    synthTopCellsByArea "edfxtp_1 41%, dfxtp_1 17%, mux4_1 8.9%, buf_6 5.7%, nor4_4 3.6%" \
    fp-row-count 23 \
    grt_overflow 0 \
    ios 14 \
    grt_pass1_vias 376 \
    drv_cap 0 \
    clock-root-buffer "clkbuf_8" \
    yosysWarnings 1 \
    netlist_area_um2 588 \
    synthCells 42 \
    ys_chip_area_um2 588 \
    tightest_slew_ps 312 \
    drv_slew 0 \
    worstSetupEndpointType "flop" \
    fin_crit_ps 1660 \
    final-comb-area_um2 206 \
    core_area_mm2 0.00397 \
    die_h_um 84 \
    min_path_type "flop to flop" \
    cts_tree "built" \
    place_ws_ps 66.7 \
    p_per_area_mw_per_mm2 1420 \
    ir_worst_vdd_uv 436 \
    fmax_mhz 601 \
    cts_buffers 3 \
    startpoint_type "flop" \
    common_cells "8 x edfxtp_1, 5 x dfxtp_1, 4 x a21oi_1" \
    combPwrFrac 0.371 \
    place_congestion 0.720 \
    avgRoutedWirePerCell_um 10.3 \
    numPortBuffers 13 \
    ant_nets 0 \
    path_clk_slew_ps 50 \
    clockBufferDepth 2 \
    synth_cell_type_count 21 \
    fin_skew_ps 1.96 \
    async_flop_share 0 \
    period_used_share 0.924 \
    clkSinkCount 13 \
    clkPwrFrac 0.214 \
    power.internal_mw 0.836 \
    edf_count 8 \
    cp_max_fo 4 \
    path_class "flop to flop" \
    grt_first_pass_wirelength_um 1730 \
    avgViaCountPerCell 3.56 \
    setup_viol 0 \
    routed_wl_um 1130 \
    syn2layout_area_growth_pct 39.4 \
    yosysMostFrequentCell "edfxtp_1" \
    cp_data_required_time_ps 1970 \
    antennaDiodeCount 0 \
    dr.pass1.iters 4 \
    largest_reg_flops 8 \
    grt_usage 0.0303 \
    holdWs_ps 539 \
    cp.arrival_ps 1830 \
    htreeDepth 1 \
    tns_ps 0 \
    cts-hold-fix-buffers 0 \
    synthFlopType "edfxtp_1" \
    p_leak_nw 0.289 \
    tool_warnings 25 \
    drc 0 \
    drive_above_1_share 0.186 \
    ys_cells 42 \
    chip_area_mm2 0.00706 \
    p_switching_mw 0.329 \
    rsz0062_at_grt "no" \
    synth_seq_share 0.579 \
    synth_top_area_share 0.409 \
    synth-seq-cells 13 \
    hold_viol 0 \
    seqCellArea_um2 342 \
    fp.dieW_um 84 \
    slew_headroom 0.786 \
    antenna_found_initial 0 \
    setup_ws_ps 136 \
    fp-utilization 0.148 \
    top_area_cell "edfxtp_1" \
    grt_max_degree 10 \
    vias 388 \
]
metrics by stage:
step	std cells	total power [mW]	util	area, um2
after floorplan	42	0.781	-	588
after global routing	109	1.24	0.206	820
final	109	1.16	0.206	820
after global placement	104	0.883	0.192	762
after detailed placement	104	0.899	0.192	762
after CTS	109	1.19	0.206	817
final timing paths:
| check | start | slack (ps) | depth (start not counted) | endpoint |
|---|---|---|---|---|
| min reg2reg | state[2] | 540 | 1 | tx |
| max reg2reg | state[0] | 140 | 5 | state[0] |
| min | state[2] | 540 | 1 | tx |
| max | state[0] | 140 | 5 | state[0] |
power groups by stage:
| stage | Sequential (mW) | Combinational [mW] | Clock (mW) |
|---|---|---|---|
| after CTS | 0.485 | 0.439 | 0.261 |
| after global routing | 0.495 | 0.472 | 0.278 |
| final | 0.483 | 0.432 | 0.249 |
final cells by class:
type                            instances  area share
Multi-Input combinational cell         24       0.252
Tap cell                               50      0.0763
Inverter                                2     0.00916
Clock buffer                            3      0.0504
Sequential cell                        13       0.417
Clock inverter                          1     0.00611
Timing Repair Buffer                   16       0.189
critical path, stage by stage (launching register included):
cell and delay, ps:
dfxtp_1 330, nor4_4 300, buf_4 170, mux2i_1 320, mux2_2 380, nor2_1 100
timing repair:
item	CTS	global route
setup buffers	1	0
endpoints found under the setup margin	1	2
resized	1	1
pin swaps	1	1
placed cells by master, fill, tap and decap left out, types with 2 or more instances in the layout:
cell	n
a21oi_1	4
buf_4	3
clkbuf_8	3
clkdlybuf4s50_1	12
dfxtp_1	4
edfxtp_1	8
inv_1	2
mux4_1	2
nand3_1	2
nor2_1	2
o21ai_0	2
cells by family (layout without fill, tap and decap cells):
kind of cell,count (synthesis),after routing,synth area share
flops,13,13,0.579
mux,4,4,0.126
compound gates,9,9,0.0894
xor+xnor,1,1,0.0149
buf+inv,5,22,0.0702
simple gates,10,10,0.121
layer usage:
layer,global-route usage,share of wire
met5,0,0
met4,0.00609,0.018
met3,0.0285,0.17
met2,0.0418,0.43
met1,0.0335,0.38
Power is estimated from default activity; no workload was simulated.
