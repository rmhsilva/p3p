`/design/flow/design.v`:
```
module baudgen(
  input logic clk, enable,
  output logic baud_normal, baud_fast
  );
parameter add = 'd151;
reg [16:0] baud_acc = 0;
reg [13:0] baud_acc_fast = 0;
always_ff @(posedge clk) begin
  baud_acc <= add + baud_acc[15:0];
  baud_acc_fast <= add + baud_acc_fast[12:0];
end
assign baud_normal = enable? baud_acc[16] : 'bZ;
assign baud_fast = enable? baud_acc_fast[13] : 'bZ;
endmodule
```
`/design/flow/run.sh`:
```
#!/bin/bash
# OpenROAD 26Q1-2900-gdf79404cd8, Yosys 0.63+post, stock flow scripts
make -C /OpenROAD-flow-scripts/flow DESIGN_CONFIG=/design/flow/config.mk WORK_HOME=/design/flow/orfs finish
```
`/design/flow/config.mk`:
```
export PLATFORM = sky130hd
export DESIGN_NAME = baudgen
export DESIGN_NICKNAME = baudgen
export VERILOG_FILES = /design/flow/design.v
export SDC_FILE = /design/flow/constraint.sdc
export NUM_CORES = 4
export LEC_CHECK = 1
export CORE_AREA = 10 10 88 88
export DIE_AREA = 0 0 98 98
```
`/design/flow/constraint.sdc`:
```
current_design baudgen

set clk_period 2.4
set clk_io_pct 0.2

create_clock -name clk0 -period $clk_period [get_ports {clk}]

set non_clock_inputs [all_inputs -no_clocks]
set_input_delay [expr $clk_period * $clk_io_pct] -clock clk0 $non_clock_inputs
set_output_delay [expr $clk_period * $clk_io_pct] -clock clk0 [all_outputs]
```
==> flow_metrics.py <==
# Auto-generated metrics
metrics = {
    "run": {
        "warnings": 26,
        "drv_cap": 0,
    },
    "setup_path": {
        "path_class": "reg -> reg",
        "cp.required_ns": 2.58,
        "r2r_slack_ns": 0.88,
        "r2r_start": "baud_acc[0]",
        "path_max_fanout": 4,
        "ff2ff_path_depth": 6,
        "end_kind": "register",
        "r2r_end": "baud_acc[16]",
        "cp-start-kind": "register",
        "critPathArrivalTime_ns": 1.70,
    },
    "synthesis": {
        "syn_inst": 113,
        "ys_types": 28,
        "ys_seq_share": 0.5316,
        "ys_warn_count": 3,
        "yosysTopAreaCell": "dfxtp_1",
        "synth_top_area_share": 0.5316,
        "synth_stat.cells": 113,
        "ys_area_um2": 1167,
        "topCellsByArea": "dfxtp_1, xnor2_1, xor2_1",
        "synth_area_um2": 1167,
        "ys.flops": 31,
        "postSynthAreaPerCell_um2": 10.33,
    },
    "layout": {
        "final_cell_mix": "dfxtp_1, xnor2_1, xor2_1, nand2_1, inv_1",
        "fin_cells": 198,
        "fillers": 622,
        "final-comb-area_um2": 520.5,
        "syn2layout_area_growth_pct": 19.83,
        "regArea_um2": 620.6,
        "layout_top_cell": "dfxtp_1",
        "drive_gt1_frac": 0.09756,
    },
    "clocking": {
        "htree_levels": 2,
        "clkTransAtPathRegs_ns": 0.06,
        "cts_inserted_buffers": 5,
        "postCtsSetupBuffers": 0,
        "tritoncts": "done",
        "clock_latency_ns": 0.28,
        "cts_hold_buf": 0,
        "post_cts_resized": 0,
        "cts_root_buffer": "clkbuf_8",
        "clk_path_buf_depth": 2,
        "cts_num_sinks": 31,
    },
    "die": {
        "coreArea_um2": 5921,
        "initCoreUtil": 0.1972,
        "die_x_um": 98,
        "fp-row-count": 28,
        "io_pins": 4,
        "die-height_um": 98,
        "chip_area_um2": 9604,
    },
    "routing": {
        "antenna_cells": 0,
        "vias_per_cell": 3.737,
        "vias": 740,
        "wl_per_cell_um": 7.965,
        "dr.pass1.iters": 3,
        "ant_nets": 0,
        "drt_wl_total_um": 1577,
        "drc": 0,
        "drt_iter0_drc": 18,
    },
    "power_and_ir_drop": {
        "finalPower_mw": 1.035,
        "powerDensity_nw_per_um2": 739.9,
        "ir_drop_uv": 197.5,
        "power_leakage_nw": 0.5455,
    },
    "global_route": {
        "grt.overflow.total": 0,
        "grt_pass1_vias": 681,
        "track_usage": 0.03595,
        "antenna_found_initial": 0,
        "grt_pass1_wl_um": 3029,
        "grt_max_degree": 11,
    },
    "timing": {
        "fin_crit_ns": 1.523,
        "relSlewSlack": 0.6280,
        "fin_setup_tns_ns": 0,
        "fmax_mhz": 656.8,
        "finalClockPeriodUsage": 0.6344,
        "rsz0062_at_grt": "false",
        "slew_viol_final": 0,
        "setup_violations": 0,
        "finalClockSkew_ns": 0.006132,
        "hold_viol": 0,
        "tightest_slew_ns": 0.5532,
    },
    "placed_design": {
        "dp_hpwl_um": 1098,
        "port_buffers": 2,
        "gp_congestion": 0.7568,
        "dp_cells": 190,
    },
    "worst_hold_path": {
        "holdPathEnd": "baud_acc_fast[0]",
        "hold_depth": 1,
        "hold_path.class": "reg -> reg",
        "min_from": "baud_acc_fast[0]",
    },
    "outcome": {
        "status": "finished, final reports clean",
    },
}
==> worst max-delay path by stage <==
stage                 from            to  cells past startpoint
CTS           baud_acc[16]   baud_normal                      1
global route   baud_acc[0]  baud_acc[14]                      6
finish         baud_acc[0]  baud_acc[16]                      6
==> sequential cells by signal, indices dropped and copies added, names as in the netlist <==
register and count:
baud_acc_fast 14, baud_acc 17
==> report_power, final <==
group          leakage (nW)  internal, mW  switching [mW]
clock network        0.0612         0.335           0.185
registers             0.250         0.514               0
logic                 0.235             0               0
==> worst max-delay path, cell delays in order (launching register included) <==
cell and delay, ns:
dfxtp_1 0.32, inv_1 0.07, ha_1 0.17, nand2b_1 0.08, a211oi_1 0.47, nor2_1 0.13, and3_1 0.19
==> cells by family (layout without fill, tap and decap cells) <==
family	Yosys count	in the layout	synth area share
AND/OR/NAND/NOR	36	36	0.1651
adder cells (fa/ha/maj)	2	2	0.02143
AND-OR/OR-AND	12	12	0.07182
flip-flops	31	31	0.5316
buffers and inverters	7	17	0.02251
XOR/XNOR	25	25	0.1876
==> per-stage QoR <==
step                hold slack, ns    util  setup slack (ns)  area (um2)
floorplan                   0.3827       -             1.049        1167
global placement            0.3955  0.2164            0.8644        1281
detailed placement          0.3983  0.2164            0.8685        1281
CTS                         0.4146  0.2363            0.8587        1399
global route                0.4280  0.2363            0.7542        1399
finish                      0.4149  0.2363            0.8774        1399
==> layer usage <==
metal | vias up | share of wire | track usage
met3 | 4 | 0.073 | 0.02063
met5 | - | 0 | 0
met2 | 9 | 0.37 | 0.04721
met1 | 329 | 0.54 | 0.05037
li1 | 398 | - | -
met4 | 0 | 0.015 | 0.005593
==> synthesized netlist by cell type (all sizes together) <==
library cell,instances
dfxtp,31
xnor2,14
xor2,11
nand2,8
inv,7
nor2,6
a21oi,5
nand3,4
nand2b,3
nand4,3
nor3,3
ha,2
or3,2
a211o,1
a211oi,1
a21o,1
a31oi,1
and2,1
and3,1
and4,1
nand4b,1
nor3b,1
nor4,1
o211a,1
o21ai,1
o31ai,1
or4,1
==> cell type report <==
cell class	count	area share
Sequential cell	31	0.4436
Clock buffer	6	0.05903
Tap cell	75	0.06708
Inverter	7	0.01878
Multi-Input combinational cell	75	0.3721
Timing Repair Buffer	2	0.01431
Clock inverter	2	0.02504
Power and IR drop assume default switching activity.
